File: design/flow/run.sh
#!/bin/bash
# OpenROAD 26Q1-2900-gdf79404cd8, Yosys 0.63+post, stock flow scripts
make -C /OpenROAD-flow-scripts/flow DESIGN_CONFIG=/design/flow/config.mk WORK_HOME=/design/flow/orfs finish
File: design/flow/config.mk
export PLATFORM = sky130hd
export DESIGN_NAME = memory
export DESIGN_NICKNAME = memory
export VERILOG_FILES = /design/flow/design.v
export SDC_FILE = /design/flow/constraint.sdc
export NUM_CORES = 4
export LEC_CHECK = 1
export CORE_UTILIZATION = 40
File: design/flow/constraint.sdc
current_design memory

set clk_period 3.0
set clk_io_pct 0.2

create_clock -name clk0 -period $clk_period [get_ports {clk}]

set non_clock_inputs [all_inputs -no_clocks]
set_input_delay [expr $clk_period * $clk_io_pct] -clock clk0 $non_clock_inputs
set_output_delay [expr $clk_period * $clk_io_pct] -clock clk0 [all_outputs]
File: design/flow/design.v
module memory #(
    parameter AWIDTH = 5,
    parameter DWIDTH = 8
) (
    input [AWIDTH-1:0] addr,
    input clk, wr, rd,
    inout [DWIDTH-1:0] data
);
    reg [DWIDTH-1:0] mem [0:(2**AWIDTH)-1];   
    reg [DWIDTH-1:0] data_out;
    reg data_enable;
    always @(posedge clk) begin
        if (wr) begin
            mem[addr] <= data;   
        end
        if (rd) begin
            data_out <= mem[addr];   
        end
    end
    assign data = (rd) ? data_out : {DWIDTH{1'bz}};   
endmodule
==> flow_metrics.py <==
# Auto-generated metrics
metrics = {
    "yosys": {
        "synth_area_sq_um": 10300,
        "synth_top_flop_cell": "edfxtp_1",
        "yosysChipArea_sq_um": 10300,
        "ys_seq_share_pct": 77.1,
        "synthDistinctLibCells": 23,
        "syn_inst": 576,
        "yosysCellCount": 576,
        "edf_count": 264,
        "syn_avg_cell_area_sq_um": 17.9,
        "ys_ff": 264,
        "async_reset_ff_share_pct": 0,
        "synth_warnings": 2,
    },
    "floorplanning": {
        "die_w_um": 162,
        "io_pins": 16,
        "die.size.y_um": 162,
        "fp_util_pct": 40.8,
        "rows": 58,
    },
    "clocking": {
        "cts_root_buf": "clkbuf_16",
        "cts.sink_count": 264,
        "postCtsSetupRepairBufs": 0,
        "cts_buffers": 27,
        "cts_resized": 0,
        "clk_path_buf_depth": 3,
        "hold_buffers": 0,
        "htree_levels": 1,
    },
    "placement": {
        "dp_hpwl_um": 14200,
        "gp_congestion": 0.895,
        "placed_cells": 943,
        "io_buffers": 7,
    },
    "outcome": {
        "error": "[error] [KeplerFormal.cpp:679] Workflow failed: Iso has multiple drivers: .data2, data[2]$_DFFE_PP_.Q0",
        "status": "aborted with a tool error",
        "lastStage": "4_1_cts",
    },
}
==> logic make-up after synthesis <==
family          share of synthesized area (%)
simple gates                             4.82
flops                                    77.1
buf+inv                                  1.70
mux                                      12.5
compound gates                           3.95
==> synthesized netlist by cell type, types with 2 or more instances <==
| cell type | n | share of area (%) |
|---|---|---|
| edfxtp_1 | 264 | 77 |
| mux2i_1 | 128 | 12 |
| o22ai_1 | 63 | 3.8 |
| nor2_1 | 29 | 1.1 |
| buf_2 | 22 | 1.1 |
| nor4_1 | 16 | 0.97 |
| nand2_1 | 10 | 0.36 |
| clkbuf_1 | 8 | 0.29 |
| nand4bb_1 | 5 | 0.55 |
| nand3b_1 | 4 | 0.29 |
| nand4b_1 | 4 | 0.34 |
| nor3_1 | 4 | 0.19 |
| or4b_1 | 4 | 0.39 |
| or3b_2 | 3 | 0.26 |
| buf_1 | 2 | 0.073 |
| buf_6 | 2 | 0.22 |
| nand3_1 | 2 | 0.097 |
==> metrics by stage <==
step                      total power, mW  setup WS, ns  instance area, sq um  hold slack [ns]
after detailed placement             4.61       0.00673                 11100            0.703
after global placement               4.69       0.00714                 11100            0.692
after floorplan                      4.45         0.572                 10300            0.648
Power is estimated from default activity; no workload was simulated.

`config.mk`:
```
export PLATFORM = sky130hd
export DESIGN_NAME = alu
export DESIGN_NICKNAME = alu
export VERILOG_FILES = /design/flow/design.v
export SDC_FILE = /design/flow/constraint.sdc
export NUM_CORES = 4
export LEC_CHECK = 1
export CORE_AREA = 10 10 72 72
export DIE_AREA = 0 0 82 82
```
`constraint.sdc`:
```
current_design alu

set clk_period 3.5
set clk_io_pct 0.2

create_clock -name clk0 -period $clk_period

set non_clock_inputs [all_inputs -no_clocks]
set_input_delay [expr $clk_period * $clk_io_pct] -clock clk0 $non_clock_inputs
set_output_delay [expr $clk_period * $clk_io_pct] -clock clk0 [all_outputs]
```
`design.v`:
```
module alu #(
    parameter WIDTH = 8
) (
    input [WIDTH-1:0] in_a,
    input [WIDTH-1:0] in_b,
    input [2:0] opcode,
    output reg [WIDTH-1:0] alu_out,
    output a_is_zero
);
    assign a_is_zero = (in_a == 0);
    always @(*) begin
        case(opcode)
            3'b000: alu_out = in_a;  
            3'b001: alu_out = in_a;  
            3'b010: alu_out = in_a + in_b;  
            3'b011: alu_out = in_a & in_b;  
            3'b100: alu_out = in_a ^ in_b;  
            3'b101: alu_out = in_b;  
            3'b110: alu_out = in_a;  
            3'b111: alu_out = in_a;  
        endcase
    end
endmodule
```
`run.sh`:
```
#!/bin/bash
# OpenROAD 26Q1-2900-gdf79404cd8, Yosys 0.63+post, stock flow scripts
make -C /OpenROAD-flow-scripts/flow DESIGN_CONFIG=/design/flow/config.mk WORK_HOME=/design/flow/orfs finish
```
==> changes_impl.md <==
### Metrics

* Status: finished clean
* Initial antenna violation count at 0
* Ant. Diodes at 0
* Die Y at roughly 82 µm
* Fin util at 36.9%
* Most used cell along the critical path: clkdlybuf4s50_1
* Site row count at 22
* 1st-pass router iterations at 4
* Layout area overhead at 64.3%
* Log Warnings at 32
* YS warnings at 1
* Fin worst setup slack at 0.142 ns
* CP Cell Sequence: clkdlybuf4s50_1, ha_1, a211o_1, a21oi_1, mux2i_1, nand2_1, clkdlybuf4s50_1
* Leakage at ~0.6 nW
* Internal cell power at between 0.0001 and 0.00015 W
* Vias in the first global route at around 930
* Post-Place Cells at between 200 and 250
* Chip width at between 80 and 90 µm
* Routed WL at roughly 2600 µm
* Gate power share at around 100%
* Fp util at 22.5%
* Max incr delay on CP at between 0.5 and 0.6 ns
* FF+latch count at 0
* Post-synth top area share at between 10% and 20%
* Peak supply drop at about 49 µV
* Worst Hold Slack at roughly 2.2 ns
* Non-filler cells, final at ~210
* PD cells at ~140 nW/µm²
* Post-DRT Antenna Nets at 0
* Global-route usage over all layers at under 10%
* Critical path class: input pin to output pin
* Max capacitance violation total at 0
* Buffers & Inverters on Critical Path at 2
* Max Fclk at just under 300 MHz
* 1st-iter DRT viols at 93
* Worst path depth at 7
* Cell count after synthesis at around 110
* RD Place Congestion at 0.828
* PortBufs at 28
* Clock buffer count at 0
* # hold bufs at CTS at 0
* Top area cell types: ha_1 12%, mux2i_1 11%, nand2_1 6.8%
* # DRC at 0
* Endpoint type of the worst setup path: output pin
* DP HPWL at about 2100 µm
* IO Pins at 28
* Net Sw Frac at 41.5%
* Clock network fraction of design power at 0%
* CP Launch Type: input pin
* Sequential cell area at 0 µm²
* Synth Seq Share at 0%
* Largest area contributor in the netlist: ha_1
* Layout cell share with drive strength beyond 1 at ~22%
* Vias after detailed routing at around 1000
* Die Area at slightly below 7000 µm²
* Worst relative slew slack at about three quarters
* Syn Area/Cell at around 7.4 µm²
* Average wire per cell in the routed design at approximately 13 µm
* Pre-CTS WS at -0.0747 ns
* Final Setup Violations at 0
* Worst path slowest cell: clkdlybuf4s50_1
* Unrepaired setup endpoints after global routing: no
* HP Class: input pin to output pin
* Worst EP arrival at between 2 and 3 ns
* Final Hold Viols at 0
* Setup TNS at 0 ns
* Slew Viols, Final at 0
* Cell count in the Yosys report at 112
* Synth unique cells at 36
* Post-DR vias/cell at between 5 and 6
* CP required at roughly 2.8 ns
* Post-Syn Area at between 800 and 900 µm²
* Minimum clock period at around 3.4 ns
* Post-layout period usage at between 90% and 100%
* Sequential Power Share at 0%
* Core Area at between 3000 and 4000 µm²
* Max FO, Critical Path at 3
* Worst hold stages at 5
* Largest net degree at the start of global routing at 22
* Chip Area, Yosys at slightly above 800 µm²
* Net Sw Power at around 0.000077 W
* Slew @ Worst Pin at around 0.40 ns
* Global-route wire length before repair at between 4000 and 5000 µm
* Grt total ovfl at 0
* Critical path's top delay family: buffers and inverters
[path summary, 6_finish.rpt]
kind                    start          to  slack [ns]
worst max-delay path  in_b[1]  alu_out[5]        0.14
worst min-delay path  in_a[0]   a_is_zero        2.18
[synthesized netlist by cell type]
library cell	number
fa_1	1
nor2b_1	3
mux2i_1	9
o211ai_1	3
buf_6	3
nand2_1	15
o21ai_0	6
mux2_1	1
clkbuf_1	3
nor4b_2	2
a211oi_1	6
o211a_1	3
or4_1	2
nor3b_1	7
a2111oi_0	1
nor2_1	2
a211o_1	1
o21bai_1	1
ha_1	8
a311o_1	2
xor2_1	2
buf_2	2
nand4_1	1
a21o_1	2
a311oi_1	2
o21a_1	1
o21ai_1	3
a2111o_1	1
o22a_1	1
nand3b_1	1
a21oi_1	6
inv_1	1
o22ai_1	2
nand2b_1	3
or3b_1	1
nand3_1	4
[power by group through the flow]
stage	clock, W	combinational [W]	sequential, W
6_report	0	0.000186	0
5_1_grt	0	0.000207	0
4_1_cts	0	0.000179	0
[timing repair]
item,in CTS,in global routing
pin swaps,1,7
setup buffers,0,1
endpoints found under the setup margin,2,6
gates resized,2,14
[tightest hold or removal path, stage by stage]
cell	delay (ns)
dlymetal6s2s_1	0.11
buf_4	0.13
or4_1	0.10
nor2_1	0.04
clkdlybuf4s50_1	0.40
[placed cells by master, fill, tap and decap left out, types with 2 or more instances in the layout]
cell type / count
or4_1: 2
mux2i_1: 9
xor2_1: 2
o22ai_1: 2
o211a_1: 3
nand2_1: 15
o21ai_1: 5
nand3_1: 4
nor2b_1: 3
ha_1: 6
clkdlybuf4s50_1: 23
nand2b_1: 3
a21oi_1: 6
dlymetal6s2s_1: 5
o211ai_1: 3
a21o_1: 2
buf_4: 26
a311o_1: 2
a211oi_1: 4
a211oi_2: 2
nor2_1: 2
nor3b_1: 7
o21ai_0: 4
nor4b_2: 2
[stage by stage]
| stage | cell area, µm² | total power [W] |
|---|---|---|
| 3_3_place_gp | 1300 | 0.000176 |
| 4_1_cts | 1310 | 0.000179 |
| 2_1_floorplan | 830 | 0.0000884 |
| 3_5_place_dp | 1300 | 0.000176 |
| 5_1_grt | 1360 | 0.000207 |
| 6_report | 1360 | 0.000186 |
[cell families (layout without fill, tap and decap cells)]
family	count (synthesis)	after routing	share of synthesized area, %
AND-OR/OR-AND	41	41	35.0
adder cells (fa/ha/maj)	9	9	14.5
AND/OR/NAND/NOR	41	41	29.1
multiplexers	10	10	12.2
XOR/XNOR	2	2	2.11
buffers and inverters	9	55	7.09
[metal layers]
metal	track usage, %	part of all wire, %	vias to the layer above
li1	-	-	535
met1	11.6	49	477
met2	12.1	44	22
met3	1.21	7.2	0
met4	0	0	0
met5	0	0	-
[cell type report]
| class | count | area [µm²] |
|---|---|---|
| Inverter | 1 | 3.75 |
| Fill cell | 389 | 2330 |
| Timing Repair Buffer | 54 | 488 |
| Multi-Input combinational cell | 103 | 811 |
| Tap cell | 48 | 60.1 |
Power figures rest on the tool's default switching activity, not on a simulated workload.

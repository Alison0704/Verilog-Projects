[./run.sh]
#!/bin/bash
# OpenROAD 26Q1-2900-gdf79404cd8, Yosys 0.63+post, stock flow scripts
make -C /OpenROAD-flow-scripts/flow DESIGN_CONFIG=/design/flow/config.mk WORK_HOME=/design/flow/orfs finish
[./config.mk]
export PLATFORM = sky130hd
export DESIGN_NAME = controller
export DESIGN_NICKNAME = controller
export VERILOG_FILES = /design/flow/design.v
export SDC_FILE = /design/flow/constraint.sdc
export NUM_CORES = 4
export LEC_CHECK = 1
export CORE_AREA = 10 10 70 70
export DIE_AREA = 0 0 80 80
[./constraint.sdc]
current_design controller

set clk_period 1.2
set clk_io_pct 0.2

create_clock -name clk0 -period $clk_period

set non_clock_inputs [all_inputs -no_clocks]
set_input_delay [expr $clk_period * $clk_io_pct] -clock clk0 $non_clock_inputs
set_output_delay [expr $clk_period * $clk_io_pct] -clock clk0 [all_outputs]
[./design.v]
module controller (
    input zero,
    input [2:0] opcode, phase,
    output reg sel, rd, ld_ir, halt, inc_pc, ld_ac, wr, ld_pc, data_e
);
wire ALU_OP = (opcode == 3'b010) | (opcode == 3'b011) | (opcode == 3'b100) | 
(opcode == 3'b101);
wire HALT = (opcode == 3'b000);
wire JMP = (opcode == 3'b111);
wire STO = (opcode == 3'b110);
wire SKZ = (opcode == 3'b001);
always @(*) begin
    case (phase)
        3'b000: begin  
            sel =       1'b1;
            rd =        1'b0;
            ld_ir =     1'b0;
            halt =      1'b0;
            inc_pc =    1'b0;
            ld_ac =     1'b0;
            ld_pc =     1'b0;
            wr =        1'b0;
            data_e =    1'b0;end
        3'b001: begin  
            sel =       1'b1;
            rd =        1'b1;
            ld_ir =     1'b0;
            halt =      1'b0;
            inc_pc =    1'b0;
            ld_ac =     1'b0;
            ld_pc =     1'b0;
            wr =        1'b0;
            data_e =    1'b0;end
        3'b010: begin  
            sel =       1'b1;
            rd =        1'b1;
            ld_ir =     1'b1;
            halt =      1'b0;
            inc_pc =    1'b0;
            ld_ac =     1'b0;
            ld_pc =     1'b0;
            wr =        1'b0;
            data_e =    1'b0;end
        3'b011: begin  
            sel =       1'b1;
            rd =        1'b1;
            ld_ir =     1'b1;
            halt =      1'b0;
            inc_pc =    1'b0;
            ld_ac =     1'b0;
            ld_pc =     1'b0;
            wr =        1'b0;
            data_e =    1'b0;end
        3'b100: begin  
            sel =       1'b0;
            rd =        1'b0;
            ld_ir =     1'b0;
            halt =      HALT;
            inc_pc =    1'b1;
            ld_ac =     1'b0;
            ld_pc =     1'b0;
            wr =        1'b0;
            data_e =    1'b0;end
        3'b101: begin  
            sel =       1'b0;
            rd =        ALU_OP;
            ld_ir =     1'b0;
            halt =      1'b0;
            inc_pc =    1'b0;
            ld_ac =     1'b0;
            ld_pc =     1'b0;
            wr =        1'b0;
            data_e =    1'b0;end
        3'b110: begin  
            sel =       1'b0;
            rd =        ALU_OP;
            ld_ir =     1'b0;
            halt =      1'b0;
            inc_pc =    SKZ && zero;
            ld_ac =     1'b0;
            ld_pc =     JMP;
            wr =        1'b0;
            data_e =    STO; end
        default:begin  
            sel =       1'b0;
            rd =        ALU_OP;
            ld_ir =     1'b0;
            halt =      1'b0;
            inc_pc =    1'b0;
            ld_ac =     ALU_OP;
            ld_pc =     JMP;
            wr =        STO;
            data_e =    STO;end
    endcase
end
endmodule
==> out/summary.json <==
{
  "status": "complete, but fails checks",
  "violations": "negative setup slack",
  "setup_repair_after_global_routing_missed_its_margin": "yes",
  "timing.slew.headroom": 0.901,
  "drc_errors": 0,
  "cp_num_buf_inv": 4,
  "post-route-worst-setup-slack_ns": -0.192,
  "hold_slack_ns": 0.830,
  "achievable-frequency_mhz": 718,
  "sequential_cell_area_sq_um": 0,
  "worst_ep_arrival_time_ns": 1.15,
  "setup-violations-final": 6,
  "initial_core_util": 0.0465,
  "initial_antenna_violation_count": 0,
  "vias_per_cell": 2.84,
  "first_pass_iters": 3,
  "core_sq_um": 3420,
  "multiInputGateArea_sq_um": 206,
  "syn_to_final_growth_pct": 207,
  "design.portCount": 16,
  "synth_chip_area_sq_um": 159,
  "top_area_frac": 0.236,
  "port_buffers": 16,
  "fillers": 399,
  "path_common_cell": "buf_6",
  "y_dimension_of_the_die_microns": 80,
  "post_place_setup_slack_ns": -0.963,
  "ys_seq_frac": 0,
  "ys_top_cells_by_count": "ha_1 (3), inv_1 (2), nor2_1 (2)",
  "num_rows": 21,
  "finalHoldViolations": 0,
  "finalMaxSlewViolations": 0,
  "slowest_stage": "ha_4",
  "vdd.ir_drop.worst_v": 0.000144,
  "utilization": 0.143,
  "holdBufCountCts": 0,
  "placed_cell_area_sq_um": 414,
  "globalRoute.totalOverflow": 0,
  "timing.critical_path.slowest_cell_delay_ns": 0.16,
  "final.clkbuf_count": 0,
  "final_cell_area_sq_um": 488,
  "drt.antenna.violating_nets": 0,
  "drt_iter0_drc": 2,
  "yosysCellCount": 20,
  "place.gp.congestion": 0.833,
  "dieArea_sq_um": 6400,
  "min_period_ns": 1.39,
  "tightestPinTransition_ns": 0.148,
  "timing.critical_path.to_type": "output port",
  "drive_gt1_frac": 0.733,
  "grt_max_degree": 7,
  "syn_avg_cell_area_sq_um": 7.95,
  "synth_top_cell_by_area": "ha_1",
  "critical-path-top-delay-family": "buffers and inverters",
  "max_cap_viol_count": 0,
  "grt_usage": 0.0296,
  "synth.area.top_cells": "ha_1 (24%), nand4bb_1 (7.1%), o2111a_1 (7.1%)",
  "die-width_microns": 80,
  "mappedNetlistArea_sq_um": 159,
  "global_route_wire_length_before_repair_microns": 1530,
  "flops": 0,
  "wl_per_cell_microns": 10.6,
  "number_of_distinct_library_cell_variants_in_the_gate_level_netlist_after_synthesis": 16,
  "stage_log_warnings": 36,
  "netlist_instances": 20,
  "yosys_warnings": 1,
  "critical_path_class": "input pin to output port",
  "vias": 258,
  "detailedPlacementHpwl_microns": 732,
  "critPathRequiredTime_ns": 0.96,
  "antenna-diode-count": 0,
  "period_utilisation_layout": 1.16,
  "post-synth-top-count-cell": "ha_1",
  "timing.critical_path.cells": "buf_8, buf_6, ha_4, buf_6, o21bai_1, o32a_1, buf_2",
  "route.final.wire_length_microns": 965,
  "critical_path_peak_fanout": 6,
  "power_density_over_the_cells_nw_per_um2": 298,
  "p_leak_nw": 0.224,
  "vias_in_the_first_global_route": 297,
  "hold_path_class": "input pin to output port",
  "crit_path_start_kind": "input pin"
}
==> cell usage in the layout, fill, tap and decap left out <==
cell type / n
ha_4: 2
nand4bb_1: 1
dlygate4sd2_1: 2
buf_2: 9
buf_4: 3
nor2_1: 1
nor2b_2: 1
ha_2: 1
clkdlybuf4s15_1: 1
inv_8: 1
or2_4: 1
xor2_2: 1
or4_1: 1
nand2b_4: 1
o2111a_1: 1
o32a_1: 1
inv_2: 1
and3_1: 1
nor2_4: 1
o211a_1: 1
and4_2: 1
clkbuf_2: 1
buf_6: 7
o21bai_1: 1
a21oi_1: 1
buf_8: 2
==> layer usage <==
metal,wire length [microns],up-vias,GRT usage,part of all wire
met1,630,116,0.0529,0.65
met4,0,0,0,0
met3,110,0,0.0114,0.11
met5,0,-,0,0
li1,-,126,-,-
met2,224,16,0.0305,0.23
==> per-stage QoR <==
stage	total power, mW	instances	setup TNS, ns
after floorplan	0.0279	20	0
after global placement	0.107	87	-7.10
after detailed placement	0.109	87	-7.35
after CTS	0.138	91	-0.853
after global routing	0.160	91	-0.949
final	0.145	91	-0.667
==> kinds of logic after synthesis <==
family	count (synthesis)	share of synthesized area
AND/OR/NAND/NOR	9	0.386
adder cells (fa/ha/maj)	3	0.236
AND-OR/OR-AND	5	0.276
XOR/XNOR	1	0.0551
buffers and inverters	2	0.0473
==> where the power goes <==
part | total (mW) | internal, mW | switching (mW)
clock network | 0 | 0 | 0
registers | 0 | 0 | 0
logic | 0.145 | 0.0895 | 0.0558
total | 0.145 | 0.0895 | 0.0558
==> layout make-up <==
type | count | share of cell area
inverters | 2 | 0.0308
multi-input cells | 18 | 0.423
repair buffers | 25 | 0.428
well taps | 46 | 0.118
==> worst paths after layout <==
path | start | endpoint | slack, ns | depth (start not counted)
max | phase[1] | rd | -0.19 | 7
min | opcode[1] | halt | 0.83 | 4
==> timing repair <==
action | 4_1_cts | 5_1_grt
resized | 67 | 11
endpoints found under the setup margin | 9 | 9
pin swaps | 8 | 4
setup buffers | 5 | 1
Power figures rest on the tool's default switching activity, not on a simulated workload.
